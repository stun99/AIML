===== /design/flow/design.v =====
module qlearn_5x5(
    input clk,
    input reset,
    output reg done
);
    parameter EPISODES = 10000;
    logic signed [15:0] Q [0:4][0:4][0:3];
    logic [2:0] cur_x, cur_y;
    logic [2:0] new_x, new_y;
    logic [1:0] action;
    logic [7:0] lfsr;
    logic [15:0] episode_count;
    logic signed [15:0] reward, max_next, diff;
    logic is_terminal;
    logic [2:0] state;
    localparam STATE_INIT    = 3'd0,
               STATE_START   = 3'd1,
               STATE_CHOOSE  = 3'd2,
               STATE_EXECUTE = 3'd3,
               STATE_UPDATE  = 3'd4,
               STATE_NEXT_EP = 3'd5,
               STATE_DONE    = 3'd6;
    integer i, j, k;
    always @(posedge clk or posedge reset) begin
        if (reset) begin
            done          <= 1'b0;
            episode_count <= 16'd0;
            cur_x <= 3'd0; cur_y <= 3'd0;
            new_x <= 3'd0; new_y <= 3'd0;
            action  <= 2'd0;
            reward  <= 16'sd0;
            is_terminal <= 1'b0;
            state   <= STATE_INIT;
            lfsr <= 8'hA5;
            for (i = 0; i < 5; i = i + 1) begin
                for (j = 0; j < 5; j = j + 1) begin
                    for (k = 0; k < 4; k = k + 1) begin
                        Q[i][j][k] <= 16'sd0;
                    end
                end
            end
        end else begin
            case (state)
                STATE_INIT: begin
                    state <= STATE_START;
                end
                STATE_START: begin
                    cur_x <= 3'd0;
                    cur_y <= 3'd0;
                    state <= STATE_CHOOSE;
                end
                STATE_CHOOSE: begin
                    reg [7:0] rand_val;
                    rand_val = {lfsr[6:0], lfsr[7] ^ lfsr[5] ^ lfsr[4] ^ lfsr[3]};
                    lfsr <= rand_val;
                    if (rand_val < 8'd26) begin
                        action <= rand_val[1:0];
                    end else begin
                        reg signed [15:0] best_val;
                        reg [1:0] best_action;
                        best_val = Q[cur_x][cur_y][0];
                        best_action = 2'd0;
                        for (i = 1; i < 4; i = i + 1) begin
                            if (Q[cur_x][cur_y][i] > best_val) begin
                                best_val = Q[cur_x][cur_y][i];
                                best_action = i;
                            end
                        end
                        action <= best_action;
                    end
                    state <= STATE_EXECUTE;
                end
                STATE_EXECUTE: begin
                    new_x <= cur_x;
                    new_y <= cur_y;
                    case (action)
                        2'd0: if (cur_y < 3'd4) new_y <= cur_y + 1;  
                        2'd1: if (cur_y > 3'd0) new_y <= cur_y - 1;  
                        2'd2: if (cur_x > 3'd0) new_x <= cur_x - 1;  
                        2'd3: if (cur_x < 3'd4) new_x <= cur_x + 1;  
                    endcase
                    if (new_x == 3'd4 && new_y == 3'd4) begin
                        reward      <= 16'sd1;
                        is_terminal <= 1'b1;
                    end else if ((new_x == 3'd1 && new_y == 3'd0) ||
                                 (new_x == 3'd3 && new_y == 3'd1) ||
                                 (new_x == 3'd4 && new_y == 3'd2) ||
                                 (new_x == 3'd1 && new_y == 3'd3)) begin
                        reward      <= -16'sd5;
                        is_terminal <= 1'b1;
                    end else begin
                        reward      <= -16'sd1;
                        is_terminal <= 1'b0;
                    end
                    state <= STATE_UPDATE;
                end
                STATE_UPDATE: begin
                    if (is_terminal) begin
                        diff = reward - Q[cur_x][cur_y][action];
                    end else begin
                        max_next = Q[new_x][new_y][0];
                        for (i = 1; i < 4; i = i + 1) begin
                            if (Q[new_x][new_y][i] > max_next) begin
                                max_next = Q[new_x][new_y][i];
                            end
                        end
                        diff = (reward + (max_next * 9) / 10) - Q[cur_x][cur_y][action];
                    end
                    Q[cur_x][cur_y][action] <= Q[cur_x][cur_y][action] + (diff >>> 1);
                    if (is_terminal) begin
                        state <= STATE_NEXT_EP;
                    end else begin
                        cur_x <= new_x;
                        cur_y <= new_y;
                        state <= STATE_CHOOSE;
                    end
                end
                STATE_NEXT_EP: begin
                    episode_count <= episode_count + 1;
                    if (episode_count == EPISODES - 1) begin
                        done  <= 1'b1;
                        state <= STATE_DONE;
                    end else begin
                        state <= STATE_START;
                    end
                end
                STATE_DONE: begin
                    state <= STATE_DONE;
                end
            endcase
        end
    end
endmodule

===== /design/flow/run.sh =====
#!/bin/bash
# OpenROAD 26Q1-2900-gdf79404cd8, Yosys 0.63+post, stock flow scripts
make -C /OpenROAD-flow-scripts/flow DESIGN_CONFIG=/design/flow/config.mk WORK_HOME=/design/flow/orfs finish

===== /design/flow/config.mk =====
export PLATFORM = sky130hd
export DESIGN_NAME = qlearn_5x5
export DESIGN_NICKNAME = qlearn_5x5
export VERILOG_FILES = /design/flow/design.v
export SDC_FILE = /design/flow/constraint.sdc
export NUM_CORES = 4
export LEC_CHECK = 1
export CORE_UTILIZATION = 30

===== /design/flow/constraint.sdc =====
current_design qlearn_5x5

set clk_period 59.4
set clk_io_pct 0.2

create_clock -name clk0 -period $clk_period [get_ports {clk}]

set non_clock_inputs [all_inputs -no_clocks]
set_input_delay [expr $clk_period * $clk_io_pct] -clock clk0 $non_clock_inputs
set_output_delay [expr $clk_period * $clk_io_pct] -clock clk0 [all_outputs]

==> impl_metrics.csv <==
group,metric,value,unit
setup_path,setup.worst_path.class,"flip-flop to flip-flop",
job,warnings,45,
placement,io_buffers,2,
detailed_routing,wl,508800,um
logic_synthesis,yosysWarnings,2,
logic_synthesis,ys_types,117,
sta,slew_viol_final,0,
clocking,clock-sinks,1649,
sta,setup_viol,0,
clocking,clkLatencyLatePin,0.91,ns
logic_synthesis,ys_async_sr_fraction,1.000,
clocking,cts_resized,0,
global_route,gr-total-overflow,0,
logic_synthesis,edf_count,0,
detailed_routing,drc,0,
clocking,root_buffer,"clkbuf_16",
min_path,hold_class,"flip-flop to flip-flop",
placement,dp_cells,13768,
sta,rsz0062_at_grt,"false",
sta,fmax,31.67,MHz
placement,gp_congestion,1.102,
logic_synthesis,ys_chip_area,90450,um^2
setup_path,crit_path_end_kind,"flip-flop",
layout,final_cells,14128,
detailed_routing,dr_total_vias,89722,
die,dieWidth,551.1,um
logic_synthesis,ys_cells,10209,
logic_synthesis,synth-main-ff-cell,"dfrtp_1",
job,max_cap_violations,0,
global_route,grt_max_degree,121,
sta,hold_viol_final,0,
layout,drive_gt1_frac,0.1154,
layout,syn_to_final_growth,14.01,%
detailed_routing,via_per_inst,6.351,
detailed_routing,ant_nets,0,
logic_synthesis,synth.avg_cell_area,8.859,um^2
sta,skew,0.06599,ns
layout,fillCellCount,30520,
sta,slew_headroom,0.1276,
global_route,grt_pass1_vias,85533,
die,fp.dieH,551.1,um
layout,logic_area,46010,um^2
sta,finalCritPeriodShare,0.5316,
logic_synthesis,synth-seq-cells,1649,
placement,dp_hpwl,337200,um
detailed_routing,wl_per_cell,36.01,um
clocking,cts_setup_buffers,0,
layout,final-seq-area,41270,um^2
clocking,clkTransAtPathRegs,0.06,ns
clocking,cts_buffers,177,
sta,period_needed,31.58,ns
logic_synthesis,postSynthSeqShare,0.4563,
setup_path,critPathMaxFanout,54,
global_route,grt_pass1_wl,700800,um
global_route,grt_antenna_before_repair,37,
die,rows,201,
sta,fin_tns_setup,0,ns
clocking,cts_tree,"yes",
die,coreArea,299800,um^2
clocking,postCtsHoldBufs,0,
detailed_routing,drt_iter0_markers,11148,
clocking,htreeDepth,4,
setup_path,cpMaxStageDelayCell,"a2111oi_0",
sta,worstMarginPinSlew,1.309,ns
run_status,status,"finished clean",
setup_path,cp.arrival,32.31,ns
setup_path,cp_slowest_stage_delay,0.79,ns
setup_path,cp_common_cell,"a21oi_1",
logic_synthesis,syn_inst,10209,
global_route,gr-usage-all-layers,0.3430,
die,io_pins,3,
die,fp_util,0.3017,
die,die_area,303700,um^2
clocking,clk_path_buf_depth,3,
setup_path,critPathLaunchType,"flip-flop",
setup_path,cp.required,60.13,ns
logic_synthesis,syn_area,90450,um^2
detailed_routing,drt_first_pass_iters,13,
==> critical path, delay by kind of cell (launching register included) <==
kind	cells	cell delay, ns
AND-OR/OR-AND	55	14.57
adder cells (fa/ha/maj)	10	3.50
AND/OR/NAND/NOR	21	6.63
buffers and inverters	11	3.88
flip-flops	1	0.48
XOR/XNOR	5	1.11
multiplexers	2	0.84
==> placed cells by master, fill, tap and decap left out, types with 45 or more instances in the layout <==
master     count
a21o_1        53
a21oi_1      297
a221oi_1     235
a222oi_1      90
a22o_1       209
a22oi_1      734
and3_1        58
buf_4        513
clkbuf_16    177
dfrtp_1     1642
ha_1         186
inv_1         99
mux2_2       147
mux2i_1       99
nand2_1     1926
nand3_1      215
nand4_1      215
nor2_1       351
nor2_4        45
nor3_1       101
o21ai_0     1616
o21ai_1      111
xnor2_1       71
==> routing by layer <==
layer | vias up | wire length, um | global-route usage
li1 | 37240 | - | -
met1 | 43398 | 182700 | 0.4163
met2 | 6913 | 200700 | 0.4564
met3 | 2100 | 83060 | 0.2126
met4 | 71 | 41370 | 0.2111
met5 | - | 996 | 0.01548
==> layout make-up <==
class	instances	area share
clock buffers	246	0.04973
repair buffers	523	0.03909
clock inverters	80	0.01215
well taps	3958	0.04802
flip-flops and latches	1649	0.4002
diodes	34	0.0008251
multi-input cells	7536	0.4462
inverters	102	0.003786
==> synthesized netlist by cell type, types with 23 or more instances <==
cell type / count / area share
a211oi_1: 37 / 0.0031
a21o_1: 53 / 0.0044
a21oi_1: 302 / 0.017
a221oi_1: 236 / 0.023
a222oi_1: 90 / 0.010
a22o_1: 209 / 0.020
a22oi_1: 734 / 0.061
a31oi_1: 28 / 0.0019
and3_1: 58 / 0.0040
buf_1: 120 / 0.0050
buf_2: 40 / 0.0022
clkbuf_1: 750 / 0.031
dfrtp_1: 1644 / 0.45
ha_1: 189 / 0.026
inv_1: 100 / 0.0042
mux2_2: 147 / 0.018
mux2i_1: 99 / 0.011
nand2_1: 1928 / 0.080
nand2b_1: 33 / 0.0023
nand3_1: 215 / 0.012
nand4_1: 215 / 0.015
nor2_1: 403 / 0.017
nor2b_1: 41 / 0.0028
nor3_1: 109 / 0.0060
nor4_1: 34 / 0.0024
o211ai_1: 37 / 0.0031
o21a_1: 25 / 0.0021
o21ai_0: 1619 / 0.090
o21ai_1: 111 / 0.0061
o22ai_1: 23 / 0.0016
xnor2_1: 83 / 0.0080
xor2_1: 40 / 0.0039
==> sequential cells by signal, indices dropped and copies added (netlist names) <==
name and cells:
done 1, action 2, lfsr 8, is_terminal 1
new_x 3, cur_x 3, episode_count 16, new_y 3
state 6, reward 3, Q 1600, cur_y 3
==> cell families after synthesis <==
kind of cell / count (synthesis) / synth area share
fa+ha+maj: 211 / 0.03079
buf+inv: 1024 / 0.04396
other cells: 1 / 0.00004146
compound gates: 3774 / 0.2704
flops: 1649 / 0.4563
simple gates: 3158 / 0.1518
xor+xnor: 126 / 0.01258
mux: 266 / 0.03411
==> final timing paths <==
path | from | slack, ns | depth (start not counted) | end
worst max-delay path | new_x[2]$_DFFE_PP0P_ | 27.82 | 104 | Q[15][15]$_DFFE_PP0P_
worst min-delay path | episode_count[10]$_DFFE_PP0P_ | 0.47 | 1 | episode_count[10]$_DFFE_PP0P_
worst max register to register | new_x[2]$_DFFE_PP0P_ | 27.82 | 104 | Q[15][15]$_DFFE_PP0P_
worst min register to register | episode_count[10]$_DFFE_PP0P_ | 0.47 | 1 | episode_count[10]$_DFFE_PP0P_
max in group asynchronous | reset | 42.92 | 9 | Q[54][9]$_DFFE_PP0P_
min in group asynchronous | reset | 11.45 | 2 | Q[33][8]$_DFFE_PP0P_
==> stage by stage <==
step	worst slack [ns]	area [um^2]	util	hold slack, ns
6_report	27.82	103100	0.3440	0.4669
5_1_grt	25.69	103000	0.3437	0.4853
4_1_cts	28.57	103000	0.3437	0.4719
3_5_place_dp	28.75	96660	0.3224	0.4626
3_3_place_gp	28.75	96660	0.3224	0.4550
2_1_floorplan	0.9913	90450	-	0.3519
