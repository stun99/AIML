--- design/flow/config.mk ---
export PLATFORM = sky130hd
export DESIGN_NAME = lif_neuron
export DESIGN_NICKNAME = lif_neuron
export VERILOG_FILES = /design/flow/design.v
export SDC_FILE = /design/flow/constraint.sdc
export NUM_CORES = 4
export LEC_CHECK = 1
export CORE_AREA = 10 10 98 98
export DIE_AREA = 0 0 108 108
--- design/flow/constraint.sdc ---
current_design lif_neuron

set clk_period 11.4
set clk_io_pct 0.2

create_clock -name clk0 -period $clk_period [get_ports {clk}]

set non_clock_inputs [all_inputs -no_clocks]
set_input_delay [expr $clk_period * $clk_io_pct] -clock clk0 $non_clock_inputs
set_output_delay [expr $clk_period * $clk_io_pct] -clock clk0 [all_outputs]
--- design/flow/design.v ---
module lif_neuron (
    input  wire        clk,              
    input  wire        rst,              
    input  wire [15:0] in,               
    input  wire        threshold_select, 
    output reg         spike,            
    output reg [15:0]  potential         
);
    parameter [15:0] LOWER_THRESHOLD  = 16'd50;
    parameter [15:0] HIGHER_THRESHOLD = 16'd200;
    wire [15:0] threshold_val = threshold_select ? HIGHER_THRESHOLD : LOWER_THRESHOLD;
    reg [15:0] newP;  
    always @(posedge clk or posedge rst) begin
        if (rst) begin
            potential <= 16'd0;
            spike     <= 1'b0;
        end else begin
            newP = (potential >> 1) + in;
            if (newP >= threshold_val) begin
                spike     <= 1'b1;
                potential <= 16'd0;     
            end else begin
                spike     <= 1'b0;
                potential <= newP;      
            end
        end
    end
endmodule
--- design/flow/run.sh ---
#!/bin/bash
# OpenROAD 26Q1-2900-gdf79404cd8, Yosys 0.63+post, stock flow scripts
make -C /OpenROAD-flow-scripts/flow DESIGN_CONFIG=/design/flow/config.mk WORK_HOME=/design/flow/orfs finish
==> results_dict.tcl <==
# flow metrics
set metrics [dict create \
    relSlewSlack_pct 48.98 \
    clkLatencyLatePin_ps 250 \
    cts_tree "yes" \
    cpLargestDelayFamily "AND-OR/OR-AND gates" \
    cts_buffer_depth 2 \
    dieArea_um2 11660 \
    ys_top_cells_by_count "ha_1 (21), dfrtp_1 (17), inv_1 (11), nor2_1 (11)" \
    grt_pass1_vias 1441 \
    setup_viol 0 \
    ys_types 51 \
    end_kind "flop" \
    cp.buffers_inverters 2 \
    placed_cells 303 \
    path_class "in -> reg" \
    area_growth_pct 35.43 \
    whs_path_depth 3 \
    edf_count 0 \
    grt_usage_pct 7.258 \
    worstHoldEndpoint "potential[0]" \
    hp-start "potential[1]" \
    grt_start_max_net_pins 18 \
    drv_slew 0 \
    drive_above_1_share_pct 5.366 \
    path_clk_slew_ps 70 \
    cts_buffers 3 \
    cts_resized 0 \
    row_count 32 \
    antennaDiodeCount 0 \
    place.gp.congestion 0.8473 \
    ys_seq_share_pct 28.48 \
    final_cell_area_um2 2023 \
    ys_cells 163 \
    hold_buffers 0 \
    vias_per_cell 4.430 \
    yosysWarnings 1 \
    top_layer "met4" \
    cp_cell_sequence "clkdlybuf4s50_1 > ha_1 > a21o_1 > a31o_2 > nor2_1 > o21ai_0 > xnor2_1 > inv_1 > ha_1 > nand3_1 > nor2_1 > a2111oi_0 > nand4_1 > a211oi_2 > nand4_4 > or2_1" \
    path_max_fanout 9 \
    drtIter0Drc 136 \
    r2r_cells 15 \
    avgSynthCellArea_um2 9.165 \
    wl_met1_um 1805 \
    dpl_cell_area_um2 1978 \
    drc_errors 0 \
    post-dp-hpwl_um 3325 \
    crit_cells 16 \
    max_stage_delay_ps 450 \
    rsz0062_at_grt "no" \
    ys_area_um2 1494 \
    post_cts_buffers 0 \
    via_count 1360 \
    overflow 0 \
    flop_cell "dfrtp_1" \
    p_leak_uw 0.0008631 \
    reg2reg_from "potential[5]" \
    finalClockPeriodUsage_pct 52.97 \
    die_h_um 108 \
    ff2ff_setup_slack_ps 7420 \
    arrival_ps 6180 \
    postSynthCellCount 163 \
    crit_path_top_delay_cell "a2111oi_0" \
    floorplan.core_util_pct 19.54 \
    synthDominantCellAreaShare_pct 28.48 \
    synth_async_sr_flop_share_pct 100.0 \
    hold_violations 0 \
    clkSinkCount 17 \
    antenna_found_initial 0 \
    cp.required_ps 11540 \
    p_per_area_nw_per_um2 80.00 \
    wl_met3_um 181 \
    h-tree-depth 1 \
    die_w_um 108 \
    stdcell_count 307 \
    routed_wl_um 4052 \
    grt_pass1_wl_um 7044 \
    cts_root_buf "clkbuf_8" \
    postRouteAntennaNets 0 \
    yosys.area.top_type "dfrtp_1" \
    first_pass_iters 4 \
    ios 36 \
    synthesis.area_um2 1494 \
    io_buffer_count 35 \
    warnings 25 \
    tns_ps 0 \
    rr_endpoint "spike" \
    ys_ff 17 \
    outcome "finished, final reports clean" \
    met2_length_um 2016 \
    top_cell "ha_1" \
    ys_top_cells_by_area "dfrtp_1 (28%), ha_1 (18%), a21oi_1 (3.0%)" \
    cp-start-kind "input port" \
    core_um2 7647 \
    ir_drop_mv 0.03344 \
    fmax_mhz 165.6 \
    clock_skew_ps 3.640 \
    maxCapViolations 0 \
    hold_path.class "reg -> reg" \
    wire_per_inst_um 13.20 \
    min_period_ps 6039 \
    tightest_slew_ps 764.0 \
]
-- report_power, final --
| group | total [uW] | switching [uW] | internal [uW] |
|---|---|---|---|
| Combinational | 53.4 | 28.6 | 24.8 |
| Clock | 45.7 | 20.9 | 24.8 |
| Sequential | 62.7 | 0.854 | 61.9 |
-- per-stage QoR --
step | power (uW) | hold slack (ps) | worst slack, ps | util, %
final | 161.9 | 716.4 | 5361 | 26.46
after global routing | 174.3 | 760.3 | 4947 | 26.46
after CTS | 166.3 | 725.5 | 5389 | 26.46
after detailed placement | 117.3 | 714.1 | 5122 | 25.87
after global placement | 117.8 | 724.6 | 5178 | 25.87
after floorplan | 98.84 | 647.9 | 5978 | -
-- cells in the final DEF (no fill, tap or decap), types with 2 or more instances in the layout --
master / netlist / routed
ha_1: 21 / 21
mux2i_1: 2 / 2
xor2_1: 4 / 4
o21bai_1: 2 / 2
nand3_1: 7 / 7
o21ai_0: 4 / 4
dfrtp_1: 17 / 17
nand4_1: 2 / 2
nor3b_1: 2 / 2
nor3_1: 9 / 9
clkdlybuf4s50_1: 0 / 35
clkbuf_8: 0 / 3
xnor2_1: 4 / 4
inv_1: 11 / 11
a21o_1: 4 / 4
nor2_1: 11 / 11
conb_1: 1 / 8
a21oi_1: 9 / 9
a2111oi_0: 2 / 2
nand2_1: 7 / 7
nand2b_1: 4 / 4
nor2b_1: 6 / 6
and3_1: 3 / 3
-- worst register-to-register path, delay by kind of cell (launching register included) --
kind / cells / cell delay, ps
buffers and inverters: 1 / 70
AND-OR/OR-AND: 5 / 1440
flip-flops: 1 / 390
XOR/XNOR: 1 / 280
adder cells (fa/ha/maj): 2 / 650
AND/OR/NAND/NOR: 6 / 1020
-- registers in the layout, indices dropped and copies added, names as in the netlist --
signal and count:
spike 1, potential 16
-- metal layers --
metal  global-route usage [%]  vias up
li1                         -      676
met5                        0        -
met4                    1.050        0
met1                    10.12      645
met3                   0.9639        2
met2                    11.98       37
-- cells by family (layout without fill, tap and decap cells) --
logic type,Yosys count,after routing,share of synthesized area [%]
buffers and inverters,15,50,4.104
AND-OR/OR-AND,39,39,20.02
multiplexers,2,2,1.340
AND/OR/NAND/NOR,59,59,22.20
adder cells (fa/ha/maj),22,22,18.93
other,1,8,0.2510
flip-flops,17,17,28.48
XOR/XNOR,8,8,4.690
-- area by class of cell --
class | instances | area [um2]
Sequential cell | 17 | 425.4
Tap cell | 102 | 127.6
Clock buffer | 4 | 45.04
Timing Repair Buffer | 35 | 350.3
Inverter | 11 | 41.29
Fill cell | 783 | 5624
Multi-Input combinational cell | 138 | 1033
-- how the worst max path moves through the flow --
stage,from,end,slack (ps)
4_1_cts,in[4],spike,5390
5_1_grt,in[4],spike,4950
6_report,in[4],spike,5360
Power is estimated from default activity; no workload was simulated.
