## design/flow/config.mk

```make
export PLATFORM = sky130hd
export DESIGN_NAME = spi_interface
export DESIGN_NICKNAME = spi_interface
export VERILOG_FILES = /design/flow/design.v
export SDC_FILE = /design/flow/constraint.sdc
export NUM_CORES = 4
export LEC_CHECK = 1
export CORE_UTILIZATION = 40
```

## design/flow/constraint.sdc

```tcl
current_design spi_interface

set clk_period 3.4
set clk_io_pct 0.2

create_clock -name clk0 -period $clk_period [get_ports {spi_clk}]

set non_clock_inputs [all_inputs -no_clocks]
set_input_delay [expr $clk_period * $clk_io_pct] -clock clk0 $non_clock_inputs
set_output_delay [expr $clk_period * $clk_io_pct] -clock clk0 [all_outputs]
```

## design/flow/design.v

```verilog
module spi_interface #(
    parameter ADDR_WIDTH = 8,
    parameter DATA_WIDTH = 32
)(
    input  wire               clk,
    input  wire               rst_n,
    input  wire               spi_clk,
    input  wire               spi_mosi,
    output wire               spi_miso,
    input  wire               spi_cs_n,
    output reg [ADDR_WIDTH-1:0] reg_addr,
    output reg [DATA_WIDTH-1:0] reg_wdata,
    output reg                reg_write,
    input  wire [DATA_WIDTH-1:0] reg_rdata
);
    typedef enum logic [2:0] {
        IDLE      = 3'b000,
        CMD       = 3'b001,
        ADDR      = 3'b010,
        WRITE     = 3'b011,
        READ      = 3'b100
    } state_t;
    state_t current_state;
    reg [2:0] bit_counter;
    reg [DATA_WIDTH-1:0] shift_reg;
    reg cmd_type;
    always @(posedge spi_clk or negedge rst_n) begin
        if (!rst_n) begin
            current_state <= IDLE;
            reg_addr      <= '0;
            reg_wdata     <= '0;
            reg_write     <= 1'b0;
            shift_reg     <= '0;
            bit_counter   <= '0;
            cmd_type      <= 1'b0;
        end else begin
            case (current_state)
                IDLE: begin
                    reg_write <= 1'b0;
                    if (!spi_cs_n) begin
                        current_state <= CMD;
                        bit_counter   <= 3'd7;
                    end
                end
                CMD: begin
                    shift_reg <= {shift_reg[DATA_WIDTH-2:0], spi_mosi};
                    if (bit_counter == 0) begin
                        cmd_type      <= shift_reg[7];
                        current_state <= ADDR;
                        bit_counter   <= ADDR_WIDTH - 1;
                    end else begin
                        bit_counter <= bit_counter - 1'b1;
                    end
                end
                ADDR: begin
                    shift_reg <= {shift_reg[DATA_WIDTH-2:0], spi_mosi};
                    if (bit_counter == 0) begin
                        reg_addr <= shift_reg[ADDR_WIDTH-1:0];
                        current_state <= cmd_type ? READ : WRITE;
                        bit_counter <= DATA_WIDTH - 1;
                    end else begin
                        bit_counter <= bit_counter - 1'b1;
                    end
                end
                WRITE: begin
                    shift_reg <= {shift_reg[DATA_WIDTH-2:0], spi_mosi};
                    if (bit_counter == 0) begin
                        reg_wdata <= shift_reg;
                        reg_write <= 1'b1;
                        current_state <= IDLE;
                    end else begin
                        bit_counter <= bit_counter - 1'b1;
                    end
                end
                READ: begin
                    if (bit_counter == 0)
                        current_state <= IDLE;
                    else
                        bit_counter <= bit_counter - 1'b1;
                end
                default: current_state <= IDLE;
            endcase
        end
    end
    assign spi_miso = (!spi_cs_n && (current_state == READ)) ? 
                     reg_rdata[bit_counter] : 1'bz;
endmodule
```

## design/flow/run.sh

```bash
#!/bin/bash
# OpenROAD 26Q1-2900-gdf79404cd8, Yosys 0.63+post, stock flow scripts
make -C /OpenROAD-flow-scripts/flow DESIGN_CONFIG=/design/flow/config.mk WORK_HOME=/design/flow/orfs finish
```

==> out/summary.txt <==
Clock root buffer -> clkbuf_8
Clock Skew -> 0.007750 ns
Top FF cell, synth -> dfrtp_1
CTS buffer count -> 9
Worst vdd ir -> 0.4037 mV
Critical path cell sequence -> clkdlybuf4s50_1, mux4_2, nand2_1, nand2_1, clkdlybuf4s50_1
Yosys Instances -> 204
WL per Instance -> 13.84 µm
Post-Syn Instances -> 204
Worst path max stage delay -> 0.47 ns
Leakage -> 1.878 nW
Clk Latency, worst-skew pair -> 0.34 ns
Top-count cell post-synth -> dfrtp_1
RSZ-0062 raised after global routing -> false
TNS Setup -> 0 ns
Cell Area, Synth -> 3201 µm²
CTS Buffer Depth -> 2
CP Launch Type -> primary input
CP Capture Type -> primary output
Grt total ovfl -> 0
Core box area -> 7727 µm²
TritonRoute pass-1 iters -> 4
# Max-Cap Violations -> 0
Area of the die -> 8363 µm²
Initial Util -> 41.42%
Detailed-placement wirelength estimate -> 3330 µm
Worst relative slew slack -> 62.14%
R2r setup slk -> 1.49 ns
Pwr/cell area -> 955.0 nW/µm²
Yosys Chip Area -> 3201 µm²
Slew Viols, Final -> 0
Vias/cell -> 4.812
Via count -> 1,790
CP required -> 2.72 ns
Reg clk slew, reported paths -> 0.08 ns
I/O pins -> 79
Crit path max fanout -> 1
CP max-delay cell -> mux4_2
Gr usage total -> 13.93%
DRC viols -> 0
Initial DRC Count -> 106
Antenna-violating nets left -> 0
Fillers -> 656
Sink Count -> 82
Number of enable flip-flop cells -> 0
Log Warnings -> 51
Hold_buf cts -> 0
Area leader, netlist -> dfrtp_1
Post-synth ARST share -> 100.0%
Antenna violations before repair -> 0
Final WL -> 5150 µm
Worst Hold Class -> primary input to asynchronous set/reset pin
Ys flops -> 82
Number of H-tree levels -> 3
Post-synth seq share -> 64.15%
Synthesized area per cell -> 15.69 µm²
Antenna Diode Count -> 0
Final Setup Violations -> 0
First-pass GRT wire length -> 8963 µm
Setup Crit Path Kind -> primary input to primary output
Worst R2R Path Depth -> 6
Worst endpoint data arrival time -> 2.05 ns
Die H -> 91.45 µm
FP Rows -> 32
Tcrit/Tclk final -> 80.31%
Worst r2r src -> bit_counter[0]$_DFFE_PN0P_
IO buf count -> 53
Largest net degree at the start of global routing -> 34
Period minus WS final -> 2.731 ns
Top post-synthesis cells by count -> dfrtp_1 (81), mux2_2 (71), nand2_1 (14), buf_2 (6), inv_1 (5)
Ys Warns -> 2
Area Overhead vs Synth -> 28.42%
Max Fclk -> 366.2 MHz
TritonCTS clock tree -> built
Total chip power -> 0.003925 W
Hold Vio Cnt, Final -> 0
Synth area leaders -> dfrtp_1 (63%), mux2_2 (25%), nand2_1 (1.6%)
Post-CTS Setup Repair Bufs -> 0
Die width -> 91.45 µm
Status -> completed
Share of post-route cells with drive strength above 1 -> 36.30%
Actual slew at the worst max-slew pin -> 0.5660 ns
Unique cell types -> 26
Vias in the first global route -> 1,868
GPL Wtd Cong -> 0.8135
Post-CTS Resized -> 0
Area leader share -> 63.33%
Reg2reg end -> reg_wdata[28]$_DFFE_PN0P_
-- report_power, final --
group          internal [W]  total [W]  switching (W)
combinational      0.000953    0.00136       0.000407
clock              0.000528   0.000860       0.000332
sequential          0.00142    0.00171       0.000289
-- stage by stage --
step           hold slack, ns  instances  cell area, µm²  util (%)  setup slack [ns]
6_report               0.2547        372            4110     53.19            0.6695
5_1_grt                0.2615        372            4110     53.19            0.5779
4_1_cts                0.2493        372            4110     53.19            0.6613
3_5_place_dp           0.4842        356            3857     49.92            0.6614
3_3_place_gp           0.4798        356            3857     49.92            0.6497
2_1_floorplan          0.3844        204            3201         -             1.502
-- per-layer routing --
metal  part of all wire [%]  vias to the layer above  global-route usage [%]
met5                      0                        -                       0
met4                    1.9                        0                   2.381
met3                    4.8                        9                   3.146
met2                     44                       34                   20.24
met1                     49                      902                   23.09
li1                       -                      845                       -
-- cell usage in the layout, fill, tap and decap left out --
cell type / netlist / routed
dfrtp_1: 81 / 81
mux2_2: 71 / 71
clkdlybuf4s50_1: 0 / 52
nand2_1: 14 / 14
clkbuf_8: 0 / 11
inv_1: 5 / 5
buf_4: 0 / 5
nor2_1: 3 / 3
bufinv_16: 0 / 3
mux4_2: 2 / 2
o21ai_0: 2 / 2
mux2_1: 2 / 2
ha_1: 2 / 2
nand2b_1: 1 / 1
nor2b_1: 1 / 1
nand3_1: 1 / 1
nand3b_1: 1 / 1
a221oi_1: 1 / 1
or4_4: 1 / 1
o221ai_2: 1 / 1
a22oi_1: 1 / 1
mux2i_1: 1 / 1
nor3_4: 0 / 1
and4_1: 1 / 1
o211a_1: 1 / 1
a211oi_2: 1 / 1
a2bb2oi_1: 1 / 1
clkbuf_1: 0 / 1
clkinvlp_4: 0 / 1
dfstp_2: 1 / 1
-- cell type report --
| cell class | count | area [µm²] | share of cell area (%) |
|---|---|---|---|
| Multi-Input combinational cell | 110 | 1100 | 26.76 |
| Clock inverter | 4 | 97.59 | 2.374 |
| Clock buffer | 12 | 155.1 | 3.775 |
| Timing Repair Buffer | 57 | 558.0 | 13.58 |
| Tap cell | 102 | 127.6 | 3.105 |
| Inverter | 5 | 18.77 | 0.4566 |
| Sequential cell | 82 | 2053 | 49.95 |
-- how the worst max path moves through the flow --
stage,startpoint,endpoint
4_1_cts,reg_rdata[3],spi_miso
5_1_grt,reg_rdata[3],spi_miso
6_report,reg_rdata[3],spi_miso
-- worst max-delay path, delay by kind of cell --
kind,cells,cell delay [ns]
buffers and inverters,2,0.78
multiplexers,1,0.47
AND/OR/NAND/NOR,2,0.13
-- logic make-up after synthesis --
family          synth area share, %
buf+inv                       1.681
simple gates                  3.714
flops                         64.15
compound gates                2.267
fa+ha+maj                    0.7817
mux                           27.40
Power is estimated from default activity; no workload was simulated.
